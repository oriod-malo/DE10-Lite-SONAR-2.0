### design.v
`timescale 1ns / 1ps
module ServoControl(
    input clock,
	 input enable,
	 input [1:0] speed,  
    output servo,
	 output [9:0] angle
    );
reg [19:0]	counter;
reg		servo_reg = 0;
reg	 	[9:0] dir;
reg [15:0] control	=	0;
reg 		  toggle			=	1;
reg 		  toggleDir		=	0;
always @(posedge clock)
begin
if(enable==1)
begin		
	counter <= counter + 1;
	if(counter == 'd999999)
			counter <= 0;
	if(counter < ('d50000 + control))
			servo_reg <= 1;
	else
			servo_reg <= 0;
	if(control == 'd50000)
			toggle <= 0;
	if(control == 0)
			toggle <= 1;
	if(counter == 0)
		begin
			if(toggle == 0)
					control = control - 500;
			if(toggle == 1)
					control = control + 500;
		if (toggleDir==0)
			dir <= dir + 1;
		else
			dir <= dir - 1;
		if (dir==100)
			toggleDir = 1;
		if (dir==0)
			toggleDir = 0;
	end
end
end
assign servo	= servo_reg;
assign angle	= dir;
endmodule
### run.sh
#!/bin/bash
# OpenROAD 26Q1-2900-gdf79404cd8, Yosys 0.63+post, stock flow scripts
make -C /OpenROAD-flow-scripts/flow DESIGN_CONFIG=/design/flow/config.mk WORK_HOME=/design/flow/orfs finish
### config.mk
export PLATFORM = sky130hd
export DESIGN_NAME = ServoControl
export DESIGN_NICKNAME = ServoControl
export VERILOG_FILES = /design/flow/design.v
export SDC_FILE = /design/flow/constraint.sdc
export NUM_CORES = 4
export LEC_CHECK = 1
export CORE_UTILIZATION = 50
### constraint.sdc
current_design ServoControl

set clk_period 4.3
set clk_io_pct 0.2

create_clock -name clk0 -period $clk_period [get_ports {clock}]

set non_clock_inputs [all_inputs -no_clocks]
set_input_delay [expr $clk_period * $clk_io_pct] -clock clk0 $non_clock_inputs
set_output_delay [expr $clk_period * $clk_io_pct] -clock clk0 [all_outputs]
==> run notes <==
Physical implementation

The number of antenna violations at the first check in global routing is 0. The total power divided by cell area is about 230 nW/um2. The cell type with the highest occurrence count on the critical path is ha_1.

On the critical path, the stage with the largest delay is an instance of edfxtp_1. In this design, the stage delay of the slowest critical-path cell is 550 ps. The total die size is a little over 7000 um2. The yosys cell count is between 300 and 400.

Warnings raised by the tools during the run amount to 30. The global-route wire length before repair is around 11,000 um. The maximum level of the CTS H-tree is 2. The post-detailed-route count of antenna-violating nets is 0. TritonCTS built the clock tree.

The required time reported for the critical path endpoint is about 4400 ps. The worst setup path startpoint is control[4]. Per the OpenROAD floorplan log, the width of the die is 84.34 um. Once iteration 0 of detailed routing completed, the report listed roughly 70 DRC markers. The most frequently used flop master after synthesis is edfxtp_1. In the synthesized netlist, the dominant kind of combinational cell is simple AND/OR/NAND/NOR gates. The y dimension of the die is 84.34 um.

After synthesis, the cell types taking the most area are edfxtp_1 (42%), ha_1 (11%), xnor2_1 (8.3%). Summed over all nets, the half-perimeter wirelength after detailed placement is roughly 4500 um. By instance count after routing, the leading logic cell type is edfxtp_1.

The pin count of the biggest net entering global routing is 24. The register with the most flip-flops is counter. The number of global-route vias before repair is approximately 2,200. The final clock skew is 6.173 ps. As logged by OpenROAD, the buffers inserted on ports number 12.

The total of flip-flops plus latches after synthesis is between 40 and 50. The detailed placer reported the number of placed instances as around 420. The xor-xnor portion of the synthesized cell area is 13.18%. The number of max-capacitance violations reported is 0.

The number of enable-type register cells in the synthesized netlist is 47. The register with the most flip-flops in the layout has 20 of them. The summed standard-cell area reported by yosys is roughly 3400 um2. The number of gates resized after CTS is 0. Sequential cells were found to cover about two fifths of the synthesized design area. The placement summary gives the final routability congestion estimate as ~0.84. Subtracting the final worst setup slack from the clock period gives roughly 2900 ps. The startpoint of the lowest-slack register-to-register path is control[4]. The global-route congestion overflow total is 0. The clock transition at the registers of the reported paths is about 90 ps. Of the cells placed in the final design, the portion with a size suffix greater than 1 is between 5 and 6%. The leakage component of the power is 1.370 nW. In this run, CTS created clock tree buffers numbering 5. Per STA, the worst path accumulates the most delay in the family AND-OR/OR-AND gates. After detailed routing, the number of vias per cell comes to about 5.6. Per the slew report, the remaining headroom to the max-slew limit stands at 45.80%. After Yosys synthesis, full adders, half adders and majority gates account for between 10 and 15% of the synthesized area.

Looking at the clock tree report, the maximum root-to-sink buffer count equals 2. Per the run report, area growth between synthesis and finish was 8.490%. The arrival time at the worst endpoint is 2970 ps. The global-route usage over all layers is about a fifth. The design draws between 0.8 and 0.9 mW.

The library cells used most frequently in the layout, excluding fill and tap cells, are edfxtp_1 (47), xnor2_1 (32), ha_1 (29). The number of buffers inserted for hold repair after clock tree synthesis is 0. The number of sinks handled by clock tree synthesis is around 47. The post-CTS setup buffer count is 0.

The clock latency on the worst-skew pair is 300 ps. The proportion of synthesized area in mux cells is less than 1%. The biggest area contributor in the post-synthesis netlist is edfxtp_1. The final wirelength is 6233 um. In the final routed layout, each cell accounts on average for 14.70 um.

STA classifies the critical path startpoint as a flop. The core area is about 6500 um2. The slew at the pin closest to its max-slew limit is 805.6 ps. Setup repair after global routing left no endpoint under its margin. The mapped netlist covers 3390 um2. After layout, the worst path uses 67.49% of the clock period. The final report lists the setup-violating endpoint count as 0. The number of different library cells in the post-synthesis netlist is about 50. Across all layers, the routed design uses approximately 2,400 vias. Across the VDD grid, the largest voltage drop is 153.4 uV. The timing report notes that buffer and inverter cells on the critical path total 0. The synthesized area per cell is 10.12 um2. The synthesized netlist handed to floorplanning was reported with a cell count of about 340.

The cell-mix breakdown from Yosys lists the compound-gate area share as 10.63%. The worst setup path is captured at a flop. At the floorplan stage, the core utilization is reported as 52.48%. The detailed-route DRC error count is 0. The worst setup path is of the flop to flop kind. The run finished with clean final reports. Looking at hold timing, the worst path starts from dir[8]. The number of cells in the finished layout apart from fillers is between 400 and 500. The proportion of register bits with asynchronous set or reset after synthesis is 0%. The tightest min-delay check is of the flop to flop type.

The number of cell rows is 29. The area fraction in and, or, nand and nor cells is between 15 and 20%. The cell sitting at the root of the clock tree is a clkbuf_8. For this run, the number of Yosys warnings is 1. The routed design ends up with an antenna cell count of 0. The final setup TNS is 0 ps. Static timing analysis puts the maximum clock frequency at 344.6 MHz.

Pins over their slew limit in the final report were tallied at 0. 15 I/O pins were placed. In the final report, the number of hold violations comes to 0. The signal on the critical path passes through ha_1 -> o21ai_0 -> nand2_1 -> xnor2_1 -> ha_1 -> a21o_1 -> a211oi_1 -> o31ai_1 -> a2111oi_0. The count of TritonRoute iterations in the first routing pass is 4. The synthesized design devotes to its leading area cell type a little over two fifths of total area. The worst-path maximum fanout is 9.
-- layout make-up --
type	count	area (um2)
Inverter	20	75.07
Tap cell	77	96.34
Clock buffer	5	68.82
Sequential cell	47	1411
Clock inverter	3	22.52
Timing Repair Buffer	16	150.1
Fill cell	541	2781
Multi-Input combinational cell	256	1853
-- metal layers --
metal / GRT usage, % / vias up / routed length, um
li1: - / 1244 / -
met1: 35.43 / 1115 / 3369
met2: 29.14 / 25 / 2637
met3: 2.789 / 5 / 180
met4: 1.541 / 0 / 46
met5: 0 / - / 0
-- synth_stat cells, types with 7 or more instances --
| cell | number |
|---|---|
| xnor2_1 | 32 |
| o21ai_0 | 8 |
| nor3_1 | 10 |
| nand2_1 | 21 |
| inv_1 | 20 |
| and3_1 | 7 |
| nand3_1 | 15 |
| clkbuf_1 | 9 |
| ha_1 | 29 |
| nand4_1 | 9 |
| a21o_1 | 8 |
| xor2_1 | 19 |
| edfxtp_1 | 47 |
| a21oi_1 | 18 |
| nor2_1 | 23 |
-- logic make-up after synthesis --
kind of cell | Yosys count
flops | 47
compound gates | 54
buf+inv | 32
mux | 3
xor+xnor | 51
fa+ha+maj | 30
simple gates | 118
-- power breakdown --
part	switching [mW]	internal (mW)	leakage, nW
logic	0.0226	0.0230	0.870
registers	0.0207	0.518	0.451
clock network	0.159	0.118	0.0489
total	0.202	0.658	1.37
-- final timing paths --
| check | end | slack (ps) | depth (start not counted) |
|---|---|---|---|
| hold / removal | toggleDir | 630 | 2 |
| setup / recovery | servo_reg | 1400 | 9 |
| hold reg to reg | toggleDir | 630 | 2 |
| setup reg to reg | servo_reg | 1400 | 9 |
-- worst register-to-register path: stages, from the launching register on --
cell and delay, ps:
edfxtp_1 550, ha_1 330, o21ai_0 270, nand2_1 130, xnor2_1 150, ha_1 310, a21o_1 160, a211oi_1 230
o31ai_1 110, a2111oi_0 440
-- metrics by stage --
stage | worst slack (ps) | cell area, um2 | hold WS (ps) | util [%]
finish | 1398 | 3677 | 634.8 | 56.94
global route | 1070 | 3677 | 670.8 | 56.94
CTS | 1352 | 3677 | 644.6 | 56.94
detailed placement | 1377 | 3586 | 613.6 | 55.52
global placement | 1388 | 3586 | 614.6 | 55.52
floorplan | 728.6 | 3390 | 537.7 | -
Power and IR drop assume default switching activity.
